==> design/flow/design.v <==
`timescale 1ns/1ps
module buzzer_ctrl (
    input                   clk,
    input                   resetn,
    output reg              buzzer 
);
reg     [15:0]  cnt;
wire    [15:0]  freq;
assign freq = (10000000)/523;
always @(posedge clk) begin
    if(!resetn) begin
        cnt <= 16'd0;
        buzzer <= 1'b0;
    end
    else begin
        if( cnt >= freq ) begin
            cnt <= 16'd0;
            buzzer <= ~buzzer;
        end
        else begin
            cnt <= cnt + 16'd1;
        end
    end
end
endmodule
==> design/flow/run.sh <==
#!/bin/bash
# OpenROAD 26Q1-2900-gdf79404cd8, Yosys 0.63+post, stock flow scripts
make -C /OpenROAD-flow-scripts/flow DESIGN_CONFIG=/design/flow/config.mk WORK_HOME=/design/flow/orfs finish
==> design/flow/config.mk <==
export PLATFORM = sky130hd
export DESIGN_NAME = buzzer_ctrl
export DESIGN_NICKNAME = buzzer_ctrl
export VERILOG_FILES = /design/flow/design.v
export SDC_FILE = /design/flow/constraint.sdc
export NUM_CORES = 4
export LEC_CHECK = 1
export CORE_AREA = 10 10 71 71
export DIE_AREA = 0 0 81 81
==> design/flow/constraint.sdc <==
current_design buzzer_ctrl

set clk_period 3.6
set clk_io_pct 0.2

create_clock -name clk0 -period $clk_period [get_ports {clk}]

set non_clock_inputs [all_inputs -no_clocks]
set_input_delay [expr $clk_period * $clk_io_pct] -clock clk0 $non_clock_inputs
set_output_delay [expr $clk_period * $clk_io_pct] -clock clk0 [all_outputs]
==> run summary <==
Flow results follow.

The run finished with clean final reports. By area the synthesized netlist is led by dfxtp_1 (44%), xnor2_1 (13%), nor2_1 (9.3%). TritonCTS built the clock tree.

The top cell family by delay on the critical path is buffers and inverters. Before any placement, the netlist area is recorded as 767 µm². Setup violations remaining at the end of the flow were counted as 0.

The transition at the pin with the smallest max-transition slack is 0.642 ns. The count of maximum capacitance violations is 0. The initial utilization of the core area, before any placement, comes to 21.1%.

The global routing met3 resource utilization is 1.78%. The post-cts resize count is 0. STA classifies the critical path endpoint as a primary output.

After the first detailed-routing iteration, the DRC count stood at 21. The first-pass GRT wire length is 2100 µm. The initial antenna violation count is 0.

The detailed placement HPWL is 898 µm. The arrival time at the worst endpoint is 1.06 ns. The number of buffers on the longest clock path is 2. The count of clock tree sinks is 17. The worst setup slack for register-to-register paths is 1.90 ns.

Synthesis inferred 17 register bits. The count of buffers from port buffering is 2. The routed design ends up with an antenna cell count of 0. The post-cts hold-fix buffer tally is 0. The fraction of layout cells with a size suffix above 1 is 5.43%. The number of cells on the worst hold path is 2.

The final worst-path cycle share is 49.3%. Listed in order, past its start point the critical path passes clkdlybuf4s50_1. The number of routed nets with antenna violations is 0. The mean cell area of the mapped netlist is 8.72 µm². The core outline area is 0.00363 mm². The flow reports an fmax of 563 MHz. The die is 81 µm tall.

The die span in x is 81 µm. The relative area change from synthesis to final layout is 14.2%. The classification of the worst setup path is flip-flop to primary output. The placement summary gives the final routability congestion estimate as 0.846. The via count is 557. Per the timing report, the biggest fanout along the worst path comes to 3.

The worst hold slack after final layout is 0.474 ns. The data required time of the critical path is 2.88 ns. For this run, the register share of the synthesized area comes to 44.4%. Entering global routing, the biggest net connects 16 pins. In this run the tightest slew margin relative to its limit is 57.1%.

The setup fix buffers added after clock tree synthesis is 0. STA lists the endpoint of the worst register-to-register path as cnt[6]. The launch point of the worst hold path is buzzer. In the final timing run, aggregate negative setup slack is 0 ns. The iteration count recorded for the first detailed-route pass is 4. The worst setup skew after layout is 0.000336 ns. The final tally of hold violations is 0.

The critical path startpoint category is a flip-flop. According to the Yosys statistics, the synthesized design has a chip area of 767 µm². Summed over all cells, the static leakage comes to 0.264 nW. The number of distinct library cells after synthesis is 24. In this run the count of I/O pins placed on the die edge is 3.

The total number of yosys warnings is 1. The worst hold path terminates at buzzer. The share of the synthesized area in the top cell type is 44.4%. Synthesis handed over a netlist of 88 instances. Looking at the worst setup and hold paths, the clock pins of their registers show a slew of 0.06 ns. The script logs the mean routed wire length per placed instance as 8.79 µm.

Among all stages on the critical path, the maximum delay recorded is 0.47 ns. The count of buffering cells on the critical path with inverters included is 1. The global routing met1 resource utilization is 5.42%.

The number of remaining DRC errors is 0. For this block, the routed nets add up to 1230 µm of wire. Per the STA report, the cell with the highest stage delay on the worst path is clkdlybuf4s50_1. Of all cell types, the one taking the most synthesized area is dfxtp_1.

Looking at the clock tree report, the H-tree level count equals 1. The overall die size recorded for this design is 0.00656 mm². The root buffer selected by CTS is clkbuf_8. The logs give a warning total of 27. The met2 track demand over resource in global routing is 5.81%. Setup repair after global routing left no endpoint under its margin. The number of cell instances on the worst register-to-register path is 4.

After global routing the overflow that remains totals 0. The worst-skew pair later-pin latency is 0.25 ns. Looking at the VDD voltage map, the peak drop is 0.000211 V.

The overall global routing resource usage is 3.92%. The average vias per placed instance is 3.98. The tightest min-delay check is of the flip-flop to flip-flop type. The final max-slew violation count is 0. The most crowded layer after global routing is met2. The number of buffers created by CTS is 3. For this design the ratio of total power to cell area is 391 mW/mm². The time the worst path needs with I/O delays and setup is 1.78 ns. The via count of the first global-routing pass is 498. The number of cell rows is 22. The launch point of the worst reg-to-reg path is cnt[11].

The number of cells reported by Yosys stat comes to 88.
==> area by class of cell <==
cell class                 instances  area, µm²
timing repair buffer               2       20.0
tap                               48       60.1
clock buffer                       4       45.0
sequential                        17        340
inverter                           5       18.8
fill                             401       2760
multi-input combinational         64        392
==> cell usage after synthesis <==
master and instances:
nor2_1 19, o21a_1 1, buf_6 1, dfxtp_1 17
nand2b_1 1, inv_1 5, o211ai_2 1, conb_1 1
clkbuf_2 1, nand3_1 4, mux2i_1 1, xnor2_1 11
a31oi_1 1, nand4_1 3, xor2_1 1, or4_4 1
nand2_1 6, a21o_1 1, o21ai_0 1, a221oi_1 1
nor4_1 4, nor4bb_1 1, nor3_1 3, ha_1 2
==> kinds of logic (layout without fill, tap and decap cells) <==
group	Yosys count	in the layout	synth area share, %
adders and majority gates	2	2	3.26
other	1	1	0.489
muxes	1	1	1.31
DFF	17	17	44.4
AOI/OAI and AO/OA	6	6	6.20
buffers and inverters	7	11	4.57
xor gates and xnor gates	12	12	13.7
and+or+nand+nor	42	42	26.1
==> layout by cell type, fill, tap and decap left out, drive strengths merged <==
| cell type | count |
|---|---|
| nor2 | 19 |
| dfxtp | 17 |
| xnor2 | 11 |
| nand2 | 6 |
| inv | 5 |
| nand3 | 4 |
| nor4 | 4 |
| clkbuf | 4 |
| nand4 | 3 |
| nor3 | 3 |
| ha | 2 |
| clkdlybuf4s50 | 2 |
| or4 | 1 |
| nor4bb | 1 |
| a21o | 1 |
| a221oi | 1 |
| o21a | 1 |
| o211ai | 1 |
| xor2 | 1 |
| a31oi | 1 |
| nand2b | 1 |
| o21ai | 1 |
| mux2i | 1 |
| conb | 1 |
==> layer usage <==
metal	routed length [µm]	vias up
met3	68	0
met2	502	7
li1	-	299
met4	0	0
met1	659	251
met5	0	-
==> how the worst max path moves through the flow <==
stage                 startpoint     end  slack, ns  cells after the start
after CTS                 buzzer  buzzer       1.80                      1
final                     buzzer  buzzer       1.82                      1
after global routing     cnt[11]  cnt[6]       1.76                      4
==> where the power goes <==
group / switching, mW / internal (mW)
clock network: 0.0604 / 0.0784
logic: 0.00540 / 0.00535
registers: 0.00223 / 0.191
total: 0.0680 / 0.275
==> through the flow <==
| step | cells | utilization, % | worst slack, ns | area, µm² | power (mW) |
|---|---|---|---|---|---|
| 2_1_floorplan | 88 | - | 2.16 | 767 | 0.204 |
| 3_3_place_gp | 136 | 22.9 | 1.82 | 831 | 0.208 |
| 3_5_place_dp | 136 | 22.9 | 1.80 | 831 | 0.208 |
| 4_1_cts | 140 | 24.1 | 1.80 | 876 | 0.347 |
| 5_1_grt | 140 | 24.1 | 1.76 | 876 | 0.354 |
| 6_report | 140 | 24.1 | 1.82 | 876 | 0.343 |
==> tightest hold or removal path: cells and delay by family, from the launching register on <==
kind | cells | cell delay (ns)
flops | 1 | 0.32
mux | 1 | 0.05
simple gates | 1 | 0.06
==> state kept, by name, indices dropped and copies added (netlist names) <==
name and flops:
buzzer 1, cnt 16
Power figures rest on the tool's default switching activity, not on a simulated workload.
